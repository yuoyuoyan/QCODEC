[/design/flow/run.sh]
#!/bin/bash
# OpenROAD 26Q1-2900-gdf79404cd8, Yosys 0.63+post, stock flow scripts
make -C /OpenROAD-flow-scripts/flow DESIGN_CONFIG=/design/flow/config.mk WORK_HOME=/design/flow/orfs finish
[/design/flow/config.mk]
export PLATFORM = sky130hd
export DESIGN_NAME = qdec_ctx_mem
export DESIGN_NICKNAME = qdec_ctx_mem
export VERILOG_FILES = /design/flow/design.v
export SDC_FILE = /design/flow/constraint.sdc
export NUM_CORES = 4
export LEC_CHECK = 1
export CORE_UTILIZATION = 50
export SYNTH_MEMORY_MAX_BITS = 65536
[/design/flow/constraint.sdc]
current_design qdec_ctx_mem

set clk_period 41.4
set clk_io_pct 0.2

create_clock -name clk0 -period $clk_period [get_ports {clk}]

set non_clock_inputs [all_inputs -no_clocks]
set_input_delay [expr $clk_period * $clk_io_pct] -clock clk0 $non_clock_inputs
set_output_delay [expr $clk_period * $clk_io_pct] -clock clk0 [all_outputs]
[/design/flow/design.v]
package qdec_axi_pkg;
parameter	D_DWID	= 256;
parameter	D_AWID	= 64;
parameter	C_DWID	= 32;
parameter	C_AWID	= 32;
parameter	R_AWID	= 32;
parameter	R_DWID	= 32;
parameter	WID_USER	= 8;
parameter	WID_TID		= 8;
typedef enum logic [1:0] { 
	AXI_OKAY_RESP, 
	AXI_EXOKAY_RESP, 
	AXI_SLVERR_RESP, 
	AXI_DECERR_RESP
} t_AXI_RESP_e;
typedef struct packed { 
	logic				clk_en;
	logic	[R_AWID-1:0]	AWADDR;
	logic	[WID_TID-1:0]	AWID;	
	logic				AWVALID;
	logic	[R_DWID-1:0]	WDATA;
	logic	[R_DWID/8-1:0]	WSTRB;
	logic				WVALID;
	logic	[R_AWID-1:0]	ARADDR;
	logic	[WID_TID-1:0]	ARID;	
	logic				ARVALID;
	logic				BREADY;
	logic				RREADY;
} t_reg_req_s;
typedef struct packed { 
	logic				AWREADY;
	logic				WREADY;
	logic				ARREADY;
	t_AXI_RESP_e			BRESP;
	logic	[WID_TID-1:0]	BID;	
	logic				BVALID;
	logic	[R_DWID-1:0]	RDATA;
	t_AXI_RESP_e			RRESP;
	logic	[WID_TID-1:0]	RID;
	logic				RVALID;
} t_reg_resp_s;
parameter	[R_DWID-1:0]	REG_BAD_DATA	= 32'hDEAD_ADDE;
endpackage
module qdec_ctx_mem(
    input clk,
    input  logic [9:0] ctx_addr,
    input  logic [7:0] ctx_wdata,
    output logic [7:0] ctx_rdata,
    input  logic       ctx_we,
    input  logic       ctx_re
);
basic_ram #(
    .ADDR_SIZE(10),
    .DATA_SIZE(8)
) ctx_mem
(
    .clk,
    .wea   (ctx_we),
    .reb   (ctx_re),
    .addra (ctx_addr),
    .addrb (ctx_addr),
    .dina  (ctx_wdata),
    .doutb (ctx_rdata)
);
endmodule
module basic_ram #(
    parameter ADDR_SIZE = 9,
    parameter DATA_SIZE = 72
) (
    input clk,
    input wea,
    input reb,
    input        [ADDR_SIZE-1:0] addra,
    input        [ADDR_SIZE-1:0] addrb,
    input        [DATA_SIZE-1:0] dina,
    output logic [DATA_SIZE-1:0] doutb
);
(* ram_style = "block" *) reg [DATA_SIZE-1:0] data [2**ADDR_SIZE-1:0];
always @(posedge clk) begin
    if (wea)
        data[addra] <= dina;
end
always @(posedge clk)
    if (reb)
        doutb <= data[addrb];
endmodule 
==> CHANGELOG.md <==
## Flow update

- Status: complete, no violations
- Fillers: 46500
- HP Class: reg2reg
- Setup Viol. Count Final: 0
- GRT Overall Usage: 32.1%
- Fp util: between 50% and 60%
- Routed WL per cell: 34.3 um
- Worst-margin pin slew: 1.14 ns
- Final Skew: 0.0777 ns
- Seq share, synth: 78.0%
- Final hold vios: 0
- Chip area: 0.634 sq mm
- Post-synth ARST share: 0%
- Initial antenna violation count: 74
- Die extent in x: 797 um
- Leakage power: 116 nW
- Input/output buffers: 28
- DRT antenna net count: 0
- # H-tree levels: 6
- First-pass GRT wire length: 1270000 um
- Final non-filler cell total: 26400
- Commonest non-fill, non-tap cell in the layout: edfxtp_1
- Average cell area after synthesis: ~19 sq um
- Final period utilization: slightly below 40%
- Yosys cell types: approximately 54
- CP max stage delay: between 0.7 and 0.8 ns
- Late-Pin Clk Latency: 1.18 ns
- Placed insts: 24700
- Synth flops: around 8000
- Mapped Area: 0.316 sq mm
- Cell at the slowest stage of the critical path: buf_4
- FP Rows: 291
- CTS root buf: clkbuf_16
- WHS: 1.14 ns
- Startpoint Class: primary input
- DR iter-0 viols: 11500
- Area delta synth->final: 12.2%
- Peak VDD IR: 0.0000400 V
- Post-CTS resize count: 0
- Post-synth EDFFs: 8200
- Rel. slew slack: 23.4%
- Count of final max-slew check failures: 0
- CTS max path bufs: 4
- Setup tns final: 0 ns
- Vias in the first global route: 170000
- Post-CTS Setup Bufs: 0
- FF-to-FF End: ctx_mem.doutb[4]
- Reg2Reg Setup Slack: 37.43 ns
- RSZ-0062 raised after global routing: no
- Clk slew on worst S/H paths: 0.06 ns
- Dominant Register Cell: edfxtp_1
- Synth Warn #: 1
- Arrival time of the worst setup path: 17.22 ns
- Die Y: 797 um
- Vias: between 150k and 200k
- CP Data Required Time: around 42 ns
- Yosys cell count: 16600
- Core ar.: 0.628 sq mm
- Crit path from: ctx_addr[1]
- First drt pass iteration count: 5
- Kind of critical path: in2reg
- Mapped Cells: 16600
- CTS Buf Count: 821
- Period minus WS final: between 15 and 20 ns
- WL final: around 900000 um
- Io pins: 29
- GRT Residual Overflow: 0
- Finished Core Util: 56.3%
- Layout cells sized above 1: 15.6%
- Crit end category: flip-flop
- CTS Hold Bufs: 0
- Logic area: 0.0653 sq mm
- TritonCTS clock tree: done
- Most frequent cells in the layout: edfxtp_1, mux2i_1, nor2_1
- Routed vias/inst: 6.11
- Storage cell area: 0.246 sq mm
- Sink Count: 8200
- Worst Reg-to-Reg Cells: 6
- Crit-path max FO: 81
- Cell Pwr Density: 47.7 mW/mm^2
- Tool warnings: approximately 55
- Peak Freq: 61.3 MHz
- Detail Placement HPWL: about 560000 um
- Design Power: 16.9 mW
- RD Place Congestion: between 0.9 and 1
- Yosys Chip Area: around 0.32 sq mm
- Largest net degree at the start of global routing: 135
- Worst r2r src: ctx_mem.data[807][4]
- # DRC: 0
- Crit-path most repeated cell: buf_4
- Crit path cell chain: buf_16 -> buf_4 -> buf_4 -> buf_4 -> buf_4 -> buf_4 -> buf_4 -> buf_4 -> buf_4 -> buf_4 -> mux2i_1 -> o22ai_1 -> nor4_1 -> nand3_1 -> nand4_1 -> nand4_1 -> or3_1
- Max-Cap Viols: 0
- CP endpoint: ctx_mem.doutb[5]
==> cell usage after synthesis (3+ instances only) <==
cell type	number	area, sq um
buf_4	17	128
nor2_1	1408	5290
buf_6	6	67.6
a211oi_1	16	120
o211ai_1	9	67.6
nand4_1	68	425
a22o_1	15	131
a31oi_1	31	194
nand4bb_1	5	56.3
a2111oi_0	44	385
or3_1	8	50.1
a221oi_1	7	61.3
o21ai_0	193	966
a21oi_1	4	20.0
nor2b_1	9	56.3
nand4b_1	3	26.3
o2111ai_1	79	692
a22oi_1	221	1660
mux4_2	750	16900
nand3_1	139	696
clkbuf_1	521	1960
nor3_1	136	681
edfxtp_1	8200	246000
buf_1	241	905
nand2b_1	3	18.8
or4b_2	4	40.0
o221ai_1	52	455
nor4_1	192	1200
o22ai_1	1033	6460
nand2_1	123	462
and3_1	5	31.3
and2_1	12	75.1
mux2i_1	2654	26600
o22a_1	23	201
buf_2	294	1470
or2_2	4	25.0
mux2_2	61	687
==> registers in the layout, indices dropped and copies added (netlist names) <==
register / cells
ctx_mem.data: 8192
ctx_mem.doutb: 8
==> per-stage QoR <==
stage	worst slack, ns	cell area [sq um]
final	25.08	354000
after global routing	24.56	354000
after CTS	25.07	354000
after detailed placement	23.87	329000
after global placement	23.77	329000
after floorplan	30.49	316000
==> where the power goes <==
group,internal [mW],switching [mW],total (mW)
combinational,0.225,0.532,0.757
clock,3.88,3.10,6.98
sequential,9.14,0.00613,9.15
==> metal layers <==
| metal | up-vias | GRT usage [%] | wire length, um | share of wire [%] |
|---|---|---|---|---|
| met5 | - | 4.58 | 3100 | 0.34 |
| met4 | 162 | 11.2 | 41900 | 4.6 |
| met3 | 1792 | 25.0 | 167000 | 18 |
| met2 | 8926 | 43.8 | 409000 | 45 |
| met1 | 81200 | 41.2 | 284000 | 31 |
| li1 | 69000 | - | - | - |
==> worst max-delay path: cells and delay by family <==
family	cells	cell delay [ns]
muxes	1	0.27
AOI/OAI and AO/OA	1	0.11
buffers and inverters	10	6.32
and+or+nand+nor	5	1.84
==> cell type report <==
cell class,instances,share of cell area (%)
sequential,8200,69.5
clock inverter,473,1.02
clock buffer,1026,6.06
multi-input combinational,7328,18.4
tap,8350,2.95
timing repair buffer,836,1.88
antenna,137,0.0968
inverter,3,0.00671
==> cell families (layout without fill, tap and decap cells) <==
family                 count (synthesis)  count (layout)  share of synthesized area, %
multiplexers                        3465            3465                          14.0
buffers and inverters               1082            2338                          1.44
AND-OR/OR-AND                       1735            1735                          3.64
other                                  0             137                             0
AND/OR/NAND/NOR                     2128            2128                          2.92
flip-flops                          8200            8200                          78.0
==> how the worst min path moves through the flow <==
stage               startpoint          endpoint  cells past startpoint
4_1_cts   ctx_mem.data[698][4]  ctx_mem.doutb[4]                      6
5_1_grt   ctx_mem.data[469][3]  ctx_mem.doutb[3]                      7
6_report  ctx_mem.data[469][3]  ctx_mem.doutb[3]                      7
Power figures rest on the tool's default switching activity, not on a simulated workload.

<file path="flow/config.mk">
export PLATFORM = sky130hd
export DESIGN_NAME = basic_fifo
export DESIGN_NICKNAME = basic_fifo
export VERILOG_FILES = /design/flow/design.v
export SDC_FILE = /design/flow/constraint.sdc
export NUM_CORES = 4
export LEC_CHECK = 1
export CORE_UTILIZATION = 30
</file>
<file path="flow/constraint.sdc">
current_design basic_fifo

set clk_period 154.4
set clk_io_pct 0.2

create_clock -name clk0 -period $clk_period [get_ports {clk}]

set non_clock_inputs [all_inputs -no_clocks]
set_input_delay [expr $clk_period * $clk_io_pct] -clock clk0 $non_clock_inputs
set_output_delay [expr $clk_period * $clk_io_pct] -clock clk0 [all_outputs]
</file>
<file path="flow/design.v">
package qdec_axi_pkg;
parameter	D_DWID	= 256;
parameter	D_AWID	= 64;
parameter	C_DWID	= 32;
parameter	C_AWID	= 32;
parameter	R_AWID	= 32;
parameter	R_DWID	= 32;
parameter	WID_USER	= 8;
parameter	WID_TID		= 8;
typedef enum logic [1:0] { 
	AXI_OKAY_RESP, 
	AXI_EXOKAY_RESP, 
	AXI_SLVERR_RESP, 
	AXI_DECERR_RESP
} t_AXI_RESP_e;
typedef struct packed { 
	logic				clk_en;
	logic	[R_AWID-1:0]	AWADDR;
	logic	[WID_TID-1:0]	AWID;	
	logic				AWVALID;
	logic	[R_DWID-1:0]	WDATA;
	logic	[R_DWID/8-1:0]	WSTRB;
	logic				WVALID;
	logic	[R_AWID-1:0]	ARADDR;
	logic	[WID_TID-1:0]	ARID;	
	logic				ARVALID;
	logic				BREADY;
	logic				RREADY;
} t_reg_req_s;
typedef struct packed { 
	logic				AWREADY;
	logic				WREADY;
	logic				ARREADY;
	t_AXI_RESP_e			BRESP;
	logic	[WID_TID-1:0]	BID;	
	logic				BVALID;
	logic	[R_DWID-1:0]	RDATA;
	t_AXI_RESP_e			RRESP;
	logic	[WID_TID-1:0]	RID;
	logic				RVALID;
} t_reg_resp_s;
parameter	[R_DWID-1:0]	REG_BAD_DATA	= 32'hDEAD_ADDE;
endpackage
module basic_fifo #(
    parameter DATA_WIDTH = 8,
    parameter ADDR_WIDTH = 8,
    parameter DATA_DEPTH = 256
)
(
    input clk,
    input rst_n,
    input  logic [DATA_WIDTH-1:0] din,
    input  logic                  din_vld,
    output logic                  din_rdy,
    output logic [DATA_WIDTH-1:0] dout,
    output logic                  dout_vld,
    input  logic                  dout_rdy
);
logic [ADDR_WIDTH:0] wpt, rpt;
logic [DATA_DEPTH-1:0][DATA_WIDTH-1:0] buffer;
always_ff @(posedge clk)
    if(!rst_n) wpt <= 0;
    else if(din_vld & din_rdy) wpt <= wpt + 1;
always_ff @(posedge clk)
    if(!rst_n) rpt <= 0;
    else if(dout_vld & dout_rdy) rpt <= rpt + 1;
assign din_rdy  = ((wpt[ADDR_WIDTH-1:0] == rpt[ADDR_WIDTH-1:0]) & (wpt[ADDR_WIDTH] != rpt[ADDR_WIDTH])) ? 0 : 1;
assign dout_vld = ((wpt[ADDR_WIDTH-1:0] == rpt[ADDR_WIDTH-1:0]) & (wpt[ADDR_WIDTH] == rpt[ADDR_WIDTH])) ? 0 : 1;
logic [DATA_DEPTH-1:0] wren;
generate;
    for(genvar i=0; i<DATA_DEPTH; i++) begin : write
        assign wren[i] = (wpt == i) & din_vld & din_rdy;
        always_ff @(posedge clk)
            if(wren[i]) buffer[i] <= din;
    end
endgenerate
always_comb dout = buffer[rpt];
endmodule
</file>
<file path="flow/run.sh">
#!/bin/bash
# OpenROAD 26Q1-2900-gdf79404cd8, Yosys 0.63+post, stock flow scripts
make -C /OpenROAD-flow-scripts/flow DESIGN_CONFIG=/design/flow/config.mk WORK_HOME=/design/flow/orfs finish
</file>
==> results.txt <==
Notes from the flow run.

STA:
- The run puts the pin slew with the least headroom to its limit at 1.362 ns.
- Of the available clock period, the critical path in the final layout requires 0.2459.
- For reference, the final report shows the hold violation count at 0.
- The run gives the number of pins exceeding their max-slew limit in the final report as 0.
- The run puts the total negative slack at 0 ns.
- The max-slew check reports its worst relative slack as 0.09209.
- The run gives the final tally of setup violations as 0.
- The worst path needs 37.97 ns of the cycle, external delays included.
- Setup repair after global routing left no endpoint under its margin.
- The run puts the worst setup skew after layout at between 0.06 and 0.07 ns.
- The flow reports an fmax of ~0.026 GHz.

Drt:
- The run gives the via count of the routed design as 38850.
- The run gives the remaining number of nets flagged by the antenna check after routing as 0.
- The run gives the remaining design rule violation count as 0.
- For this block, the initial DRC count from the detailed router was between 2000 and 2500.
- The run puts the number of optimization iterations in the first detailed-route pass at 6.
- The run gives the average detailed-routed wire length per instance as roughly 27 µm.
- Using the TritonRoute via totals, the vias-per-cell ratio works out to 5.059.
- Wires add up to around 210 mm.

Final layout:
- Counting the fill cells in the layout gives about 24000.
- With fillers left out, the area of the finished cells amounts to 92060 µm².
- Per the run report, area growth between synthesis and finish was 14.15%.
- Per the cell usage report, the commonest logic cell in the layout is sky130_fd_sc_hd__edfxtp_1.
- The library cells used most frequently in the layout, excluding fill and tap cells, are sky130_fd_sc_hd__edfxtp_1 (2048), sky130_fd_sc_hd__mux4_2 (508), sky130_fd_sc_hd__nor2_1 (291), sky130_fd_sc_hd__clkbuf_16 (206), sky130_fd_sc_hd__buf_4 (203).
- The run gives the flip-flop and latch area as approximately 62000 µm².
- The run gives the share of final-layout standard cells stronger than drive strength 1 as 0.2451.
- The run puts the area used by multi-input combinational logic at 17500 µm².

Hold path:
- The path with the worst hold slack has its endpoint at wpt[8]$_SDFFE_PN0P_.
- The type recorded for the worst min-delay path is register to register.
- The run gives the number of cells on the worst hold path as 1.
- Per the hold report, the tightest min-delay path originates at wpt[8]$_SDFFE_PN0P_.

Synth:
- The run puts the number of synthesized flops with an enable pin at around 2000.
- The run puts the number of distinct library cells after synthesis at about 68.
- The run gives the number of warning messages in the yosys log as 1.
- In the synthesized netlist the dominant register cell turns out to be sky130_fd_sc_hd__edfxtp_1.
- The chip area line in the Yosys stat output reads 80640 µm².
- Counting every instance in the synthesized netlist gives 3780.
- The run puts the netlist area before placement at between 80000 and 90000 µm².
- The share of the Yosys chip area taken by registers is 0.7671.
- The run gives the number of cells in the yosys synthesis report as ~3800.
- Yosys reported a register bit count of 2066.
- In this run the mean area of a mapped cell was approximately 21 µm².
- The run gives the async set-reset flop share out of synthesis as 0.

Floorplan:
- The run gives the chip footprint as roughly 270000 µm².
- The run gives the I/O pin total as 22.
- At the floorplan stage, the core utilization is reported as 0.3029.
- The run gives the horizontal die size as roughly 520 µm.
- The run puts the number of core rows at 189.
- The run puts the die extent in y at between 500 and 600 µm.
- The run gives the placeable core area as 266300 µm².

Worst setup path:
- The run gives the kind of launch point of the worst setup path as a register.
- On the critical path, the stage with the largest delay is an instance of sky130_fd_sc_hd__o32ai_1.
- In this run the critical path is formed by buf_4 -> buf_4 -> buf_4 -> buf_4 -> mux4_2 -> mux2i_1 -> o21ai_0 -> nor3_1 -> nor3b_1 -> a211oi_1 -> o32ai_1 -> clkdlybuf4s50_1.
- The timing report shows the most common cell along the critical path to be sky130_fd_sc_hd__buf_4.
- The run gives the reg-to-reg critical path startpoint as rpt[1]$_SDFFE_PN0P_.
- The worst setup path is of the register to primary output kind.
- The run puts the largest stage delay on the critical path at around 0.9 ns.
- Together, buffers and inverters on the worst path number 5.
- The run puts the slack of the worst reg-to-reg path at around 150 ns.
- STA classifies the critical path endpoint as a primary output.
- The run puts the critical-path maximum fanout at around 49.
- The run puts the arrival time of the worst setup path at 7.09 ns.
- Per STA, the worst path accumulates the most delay in the family buffers and inverters.
- The run puts the critical path required time at approximately 120 ns.
- In this run the critical register-to-register path is captured at buffer[760]$_DFFE_PP_.
- The run gives the logic depth of the worst register-to-register path as 10.

Global route:
- The run gives the via count of the first global-routing pass as ~43000.
- The run gives the routing usage on met1 as 0.1863.
- The run puts the global routing met3 resource utilization at 0.1229.
- The run gives the first-pass GRT wire length as about 300 mm.
- The run gives the met2 global-route usage as 0.2509.
- The run gives the busiest layer in global routing as met2.
- After global routing the overflow that remains totals 0.
- Summed over all routing layers, the global router reports a total usage of 0.1667.
- The run gives the initial antenna violation count as 3.
- The run puts the largest net degree at the start of global routing at approximately 95.

Place:
- The run puts the detailed-placement wirelength estimate at around 130 mm.
- The congestion estimate from routability-driven global placement came to just over 0.9.
- The buffer_ports step reported a buffer count of 21.
- The run gives the standard cell area after detailed placement as roughly 86000 µm².

Status:
- The run finished with clean final reports.

CTS:
- Per the CTS log, the root buffer master is sky130_fd_sc_hd__clkbuf_16.
- The run gives the count of instances resized after the clock tree is built as 0.
- The run gives the clock tree from TritonCTS as yes.
- The run puts the count of hold-fix buffers inserted at cts at 0.
- The run gives the level count of the clock H-tree as 4.
- The run gives the insertion delay at the late pin of the worst-skew pair as about 0.86 ns.
- The run gives the clock sink count as 2066.
- The run puts the number of clock buffers inserted by TritonCTS at about 210.
- The run gives the number of buffers inserted by post-CTS setup repair as 0.
- The run puts the clock transition at the registers of the reported paths at 0.06 ns.
- The run puts the maximum root-to-sink buffer count at 3.

Power:
- The flow reported a cell area power density of between 10 and 15 nW/µm².
- The run gives the total power draw as 1.288 mW.
- The highest supply drop recorded on VDD is between 0.01 and 0.015 mV.
- The script extracted a total leakage power of 27.30 nW.

Job:
- The run gives the reported max-cap violation count as 0.
- The run gives the total tool warning count as 29.
[power by group]
part | internal (mW) | switching [mW] | total [mW] | leakage, nW
Sequential | 0.617 | 0.00246 | 0.620 | 18.6
Combinational | 0.0888 | 0.103 | 0.192 | 5.67
Clock | 0.267 | 0.209 | 0.477 | 3.09
[through the flow]
stage / util / setup WS, ns / cells / hold WS [ns]
after CTS: 0.3457 / 116.38 / 7675 / 0.7196
after global routing: 0.3457 / 116.26 / 7676 / 0.7507
after detailed placement: 0.3216 / 117.32 / 7308 / 0.7047
after floorplan: - / 121.10 / 3780 / 0.6310
final: 0.3457 / 116.43 / 7679 / 0.7245
after global placement: 0.3215 / 116.66 / 7307 / 0.6937
[metal layers]
metal | up-vias | part of all wire
li1 | 16160 | -
met1 | 19940 | 0.33
met2 | 2370 | 0.47
met3 | 373 | 0.16
met4 | 7 | 0.040
met5 | - | 0.0014
[worst register-to-register path, cell delays in order (launching register included)]
cell	delay [ns]
sky130_fd_sc_hd__dfxtp_4	0.78
sky130_fd_sc_hd__buf_4	0.78
sky130_fd_sc_hd__buf_4	0.75
sky130_fd_sc_hd__xor2_1	0.18
sky130_fd_sc_hd__nor4_1	0.69
sky130_fd_sc_hd__a31oi_2	0.17
sky130_fd_sc_hd__buf_4	0.26
sky130_fd_sc_hd__nand2_1	0.31
sky130_fd_sc_hd__or3_1	0.80
sky130_fd_sc_hd__buf_4	0.51
sky130_fd_sc_hd__nor2_1	0.32
[layout make-up]
type,instances,share of cell area
Multi-Input combinational cell,1475,0.1901
Clock inverter,92,0.01044
Tap cell,3533,0.04802
Antenna cell,4,0.0001087
Timing Repair Buffer,226,0.01960
Clock buffer,275,0.05925
Sequential cell,2066,0.6722
Inverter,8,0.0003534
[synth_stat cells (all sizes together) (18+ instances only)]
library cell | instances | area, µm²
a21oi | 69 | 345.3
a221oi | 37 | 324.1
a22oi | 33 | 247.7
and2 | 24 | 150.1
buf | 137 | 996.0
clkbuf | 94 | 352.8
dfxtp | 18 | 360.4
edfxtp | 2048 | 61500
mux2i | 156 | 1562
mux4 | 508 | 11440
nand2 | 87 | 326.6
nand3 | 27 | 135.1
nor2 | 293 | 1100
o21ai | 40 | 200.2
o221ai | 24 | 210.2
[worst max-delay path by stage]
stage	slack (ns)	from	depth (start not counted)	endpoint
after CTS	116.38	rpt[1]$_SDFFE_PN0P_	12	dout[6]
after global routing	116.26	rpt[1]$_SDFFE_PN0P_	12	dout[3]
final	116.43	rpt[1]$_SDFFE_PN0P_	12	dout[3]
[cells by family after synthesis]
| logic type | after synthesis | share of synthesized area |
|---|---|---|
| and+or+nand+nor | 492 | 0.02611 |
| xor gates and xnor gates | 25 | 0.002715 |
| adders and majority gates | 6 | 0.0009309 |
| buffers and inverters | 239 | 0.01710 |
| DFF | 2066 | 0.7671 |
| muxes | 667 | 0.1617 |
| AOI/OAI and AO/OA | 285 | 0.02441 |
[state kept, by name, summed over array words and instances, names as in the netlist]
register	cells
wpt	9
buffer	2048
rpt	9
Power and IR drop assume default switching activity.
